===== design.v =====
package uart_rx_pkg;
    typedef enum logic {
        IDEL,
        RECEIVING
    } rx_states_e;
endpackage
import uart_rx_pkg::*;
module uart_rx
    #(parameter	
        CLK_FREQ   = 100_000_000,
        BAUD_RATE  = 115200,
        DATA_WIDTH = 8
   )( 
        input  logic                    clk, rst_n,
	    input  logic                    data_i,
        output logic  [DATA_WIDTH-1:0]  data_o
	);
	rx_states_e state;
	rx_states_e next;
    logic [1:0]	data_i_fall_detect;
    logic 		start_data_receive;
    always_ff @(posedge clk or negedge rst_n) begin 
        if (!rst_n)    data_i_fall_detect <= '0; 
        else           data_i_fall_detect <= {data_i_fall_detect[0], data_i};
    end
    assign start_data_receive = (!data_i_fall_detect[0] && data_i_fall_detect[1]);
    localparam int BAUD_COUNTER_MAX = CLK_FREQ/BAUD_RATE; 
    localparam int HALF_BAUD_COUNTER_MAX = BAUD_COUNTER_MAX/2; 
    localparam int BAUD_COUNTER_SZIE = $clog2(BAUD_COUNTER_MAX);
    logic  [BAUD_COUNTER_SZIE-1:0]  baud_counter;
    logic                           baud_counter_enable;
    logic                           baud_counter_done;;
    logic                           baud_clk;
    logic                           baud_clk_0;
    always_ff @(posedge clk or negedge rst_n) begin 
        if (!rst_n)  baud_counter <= '0;
        else begin
            if (baud_counter_done)         baud_counter <= '0;
            else if (baud_counter_enable)  baud_counter <= baud_counter + 1'd1;
        end
    end
    always_ff @(posedge clk or negedge rst_n) begin 
        if (!rst_n)  baud_clk <= '0;
        else begin
            if (baud_clk_0)  baud_clk <= '0;
            else 			 baud_clk <= '1;
        end
    end
    assign baud_counter_enable = (next == RECEIVING);
    assign baud_clk_0 = ((baud_counter <= HALF_BAUD_COUNTER_MAX-1) || (next == IDEL));
    assign baud_counter_done = (baud_counter == BAUD_COUNTER_MAX-1);
    localparam int RX_REGISTER_WIDTH = DATA_WIDTH + 2;  
    localparam int DATA_COUNTER_MAX  = RX_REGISTER_WIDTH;  
    localparam int DATA_COUNTER_SIZE = $clog2(DATA_COUNTER_MAX);
    logic  [RX_REGISTER_WIDTH-1:0]  data_o_reg;
    logic  [DATA_COUNTER_SIZE-1:0]  data_counter;
    logic                           data_done;
    always_ff @(posedge baud_clk or negedge rst_n) begin
        if (!rst_n)  data_counter <= '0;
        else begin 
            if (data_counter == DATA_COUNTER_MAX - 1)  data_counter <= 0;
            else                                       data_counter <= data_counter + 1'd1;
        end
    end
    always_ff @(posedge baud_clk or negedge rst_n) begin
        if (!rst_n)  data_done <= '0;
        else begin 
            if (data_counter == DATA_COUNTER_MAX - 1)  data_done <= 1;
            else                                       data_done <= 0;
        end
    end
    always_ff @(posedge baud_clk or negedge rst_n) begin
        if (!rst_n)  data_o_reg <= '0;
        else         data_o_reg <= {data_i, data_o_reg[RX_REGISTER_WIDTH-1:1]};
    end
    logic data_valid;
    assign data_valid = ((data_o_reg[9]) && (!data_o_reg[0]) && (state == IDEL));  
    always_ff @(posedge clk or negedge rst_n) begin 
        if (!rst_n)    state <= IDEL;
        else           state <= next;
    end
    always_comb begin 
        case (state)
            IDEL       :  if (start_data_receive)  next = RECEIVING;
                          else                     next = IDEL;
            RECEIVING  :  if (data_done)           next = IDEL;
                          else                     next = RECEIVING;
            default    :                           next = IDEL;            
        endcase 
    end
    always_ff @(posedge clk or negedge rst_n) begin
        if (!rst_n )    data_o <= '0;
        else begin
            data_o <= 'Z;
            case (next)
                IDEL  : if (data_valid)  data_o <= data_o_reg[(RX_REGISTER_WIDTH-1)-1:1];
            endcase
        end	
    end
endmodule

===== run.sh =====
#!/bin/bash
# OpenROAD 26Q1-2900-gdf79404cd8, Yosys 0.63+post, stock flow scripts
make -C /OpenROAD-flow-scripts/flow DESIGN_CONFIG=/design/flow/config.mk WORK_HOME=/design/flow/orfs finish

===== config.mk =====
export PLATFORM = sky130hd
export DESIGN_NAME = uart_rx
export DESIGN_NICKNAME = uart_rx
export VERILOG_FILES = /design/flow/design.v
export SDC_FILE = /design/flow/constraint.sdc
export NUM_CORES = 4
export LEC_CHECK = 1
export CORE_AREA = 10 10 95 95
export DIE_AREA = 0 0 105 105
export SYNTH_HDL_FRONTEND = slang

===== constraint.sdc =====
current_design uart_rx

set clk_period 2.6
set clk_io_pct 0.2

create_clock -name clk0 -period $clk_period [get_ports {clk}]

set non_clock_inputs [all_inputs -no_clocks]
set_input_delay [expr $clk_period * $clk_io_pct] -clock clk0 $non_clock_inputs
set_output_delay [expr $clk_period * $clk_io_pct] -clock clk0 [all_outputs]

==> metrics.yaml <==
status: "complete, no violations"
vias_per_cell: 3.522
port_buffers: 10
hold_viol: 0
chip_area_um2: 11030
unclocked_regs: 14
cts_tree: "built"
ys_top_cells_by_count: "36 x dfrtp_1, 7 x nand2_1, 7 x nor2_1, 7 x o21ai_0"
rows: 30
globalplace.congestion: 0.7193
io-pin-count: 11
relSlewSlack_pct: 55.65
worstPathRequired_ps: 2720
tightest_slew_ps: 659.2
hold_depth: 0
drv_cap: 0
power.density_nw_per_um2: 596.6
core_area_um2: 6907
grt.overflow.total: 0
synth_warnings: 0
cts_made_buffers: 3
largest_reg_flops: 17
cts.clk_slew.worst_paths_ps: 80
start_kind: "flip-flop"
ys_chip_area_um2: 1316
syn-cell-area_um2: 1316
synth_area_leader_cell: "dfrtp_1"
path_cells: "ha_1 > or4b_4 > or4_4 > nand3_1 > o21ai_0"
hold_class: "flip-flop to flip-flop"
ys_seq_share_pct: 68.44
fin_cells: 209
ff2ff_path_depth: 5
tns_ps: 0
wire_per_inst_um: 9.144
dr.pass1.iters: 4
top_cell: "dfrtp_1"
reg2reg_to: "baud_counter[6]"
yosys_cells: 99
grt_start_max_net_pins: 37
async_reset_ff_share_pct: 100.0
postCtsHoldBufs: 0
rsz0062_at_grt: "no"
r2r-start: "baud_counter[0]"
track_usage_pct: 3.664
grt_antenna_before_repair: 0
top_area_share_pct: 68.44
min_to: "data_i_fall_detect[1]"
synth.avg_cell_area_um2: 13.30
tool_warnings: 27
initCoreUtil_pct: 19.06
clkLatencyLatePin_ps: 260
dpl.hpwl_um: 1398
min_period_over_period_pct: 75.31
ctsResizeCount: 0
synthCells: 99
cp-end-kind: "flip-flop"
num_vias: 736
slowest_delay_ps: 520
grt_pass1_wl_um: 3477
synth.top_cells.by_area: "dfrtp_1 68%, ha_1 2.9%, o21ai_0 2.7%"
drtIter0Drc: 56
cp_slowest_cell: "or4_4"
drive_above_1_share_pct: 11.50
reg2reg_slack_ps: 640
cp_data_arrival_time_ps: 2080
dp.cells: 205
slew_violations: 0
yosysUniqueCellTypes: 30
clock-root-buffer: "clkbuf_8"
ys.flop_type: "dfrtp_1"
drtAntennaViolNets: 0
routed_wl_um: 1911
untimed_endpoints: 22
layout_min_cycle_time_ps: 1958
post_cts.repair.setup_buffers: 0
crit_start: "baud_counter[0]"
nFillCells: 736
finClkSkew_ps: 1.710
min_from: "data_i_fall_detect[0]"
insertedDiodeCount: 0
holdWs_ps: 397.1
first_global_vias: 750
p_leak_nw: 0.6818
area_growth_pct: 22.43
fmax_ghz: 0.5107
cts-htree-levels: 1
drc: 0
ir_drop_mv: 0.1835
die_width_um: 105
path_class: "flip-flop to flip-flop"
numSynthFlops: 36
edf_count: 0
setup_viol: 0
die_h_um: 105
cts_max_path_buffers: 2
critPathMaxFanout: 5
==> stage by stage <==
step                      power [mW]  worst slack [ps]  area [um^2]  util, %
after floorplan               0.6012             768.6         1316        -
after global placement        0.6580             695.6         1540    22.30
after detailed placement      0.6581             630.1         1540    22.30
after CTS                     0.9766             644.0         1612    23.33
after global routing           1.028             497.5         1612    23.33
final                         0.9614             642.0         1612    23.33
==> worst max-delay path: cells and delay by family, from the launching register on <==
family	cells	cell delay, ps
flops	1	420
fa+ha+maj	1	220
compound gates	1	90
simple gates	3	1100
==> worst max-delay path by stage <==
stage | cells after the start | endpoint
4_1_cts | 5 | baud_counter[6]
5_1_grt | 4 | baud_counter[2]
6_report | 5 | baud_counter[6]
==> per-layer routing <==
layer / vias up / wire [um] / GRT usage (%) / part of all wire, %
li1: 369 / - / - / -
met4: 0 / 17 / 0.6863 / 0.89
met2: 10 / 765 / 5.027 / 40
met1: 355 / 1007 / 5.532 / 53
met3: 2 / 122 / 1.180 / 6.4
met5: - / 0 / 0 / 0
==> power by group <==
group	leakage (nW)	internal (mW)	switching (mW)	total [mW]
sequential	0.438	0.398	0.0682	0.466
combinational	0.208	0.0857	0.0973	0.183
clock	0.0357	0.205	0.107	0.312
total	0.682	0.689	0.272	0.961
==> layout by cell type, fill, tap and decap left out, types with 2 or more instances in the layout <==
| cell type | netlist | final |
|---|---|---|
| ha_1 | 3 | 3 |
| nor3_1 | 3 | 3 |
| nand3_1 | 3 | 3 |
| clkbuf_8 | 0 | 3 |
| nor2_1 | 7 | 7 |
| dfrtp_1 | 36 | 36 |
| xor2_1 | 4 | 4 |
| clkdlybuf4s50_1 | 0 | 10 |
| o31ai_1 | 2 | 2 |
| nand2_1 | 7 | 7 |
| o21ai_0 | 7 | 7 |
| xnor2_1 | 2 | 2 |
| and4_2 | 2 | 2 |
| inv_1 | 4 | 4 |
| a21oi_1 | 2 | 2 |
==> cell type report <==
| cell class | instances | area (um^2) | area share (%) |
|---|---|---|---|
| repair buffers | 11 | 107.6 | 6.677 |
| multi-input cells | 58 | 396.6 | 24.61 |
| flip-flops and latches | 36 | 900.9 | 55.90 |
| well taps | 96 | 120.1 | 7.453 |
| clock inverters | 1 | 30.03 | 1.863 |
| clock buffers | 3 | 41.29 | 2.562 |
| inverters | 4 | 15.01 | 0.9317 |
==> kinds of logic after synthesis <==
group	count (synthesis)	share of synthesized area, %
fa+ha+maj	3	2.852
xor+xnor	6	3.992
simple gates	32	14.36
buf+inv	5	1.425
compound gates	17	8.935
flops	36	68.44
Power figures rest on the tool's default switching activity, not on a simulated workload.
